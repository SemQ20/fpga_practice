File: /design/flow/design.v
module key(
    input clk,
    input enable,
    input [5:0]address,
    input [31:0]data_in,
    output reg [31:0]data_out
);
reg [31:0] key_storage[7:0];
reg [31:0] iteration_key[31:0];
reg [5:0]i;
reg [3:0]j;
    initial begin
        j <= 0;
    end
    always @(posedge clk) begin
        if(enable) begin
            key_storage[address] <= data_in;
        end
    end
    always @(negedge clk) begin
        if(!enable) begin
            data_out <= iteration_key[address];
        end
    end
    always @(*) begin
        if(key_storage[7])begin
            for(i = 0; i <= 31; i = i + 1) begin
            if(i == 24) j = 7;
            if(i <= 23) begin
                if(j == 8) j = 0;
                iteration_key[i] = key_storage[j];
                j = j + 1;
            end else begin
                iteration_key[i] = key_storage[j];
                j = j - 1;
            end
        end
        end
    end
endmodule
File: /design/flow/config.mk
export PLATFORM = sky130hd
export DESIGN_NAME = key
export DESIGN_NICKNAME = key
export VERILOG_FILES = /design/flow/design.v
export SDC_FILE = /design/flow/constraint.sdc
export NUM_CORES = 4
export LEC_CHECK = 1
export CORE_UTILIZATION = 30
File: /design/flow/constraint.sdc
current_design key

set clk_period 4.5
set clk_io_pct 0.2

create_clock -name clk0 -period $clk_period [get_ports {clk}]

set non_clock_inputs [all_inputs -no_clocks]
set_input_delay [expr $clk_period * $clk_io_pct] -clock clk0 $non_clock_inputs
set_output_delay [expr $clk_period * $clk_io_pct] -clock clk0 [all_outputs]
File: /design/flow/run.sh
#!/bin/bash
# OpenROAD 26Q1-2900-gdf79404cd8, Yosys 0.63+post, stock flow scripts
make -C /OpenROAD-flow-scripts/flow DESIGN_CONFIG=/design/flow/config.mk WORK_HOME=/design/flow/orfs finish
==> flow_summary.json <==
{
  "fp.dieW_um": 298,
  "p_seq_frac": 0.429,
  "unclocked_pins": 545,
  "power_switching_mw": 2.17,
  "drtPass1Iterations": 5,
  "grt_overflow_total": 0,
  "numSynthFlops": 833,
  "report.final.slew_viol_count": 0,
  "cts.path.max_buffers": 3,
  "worstSetupStartpointType": "input port",
  "cts-root-buf": "clkbuf_16",
  "first_global_vias": 19414,
  "power_frac_comb": 0.154,
  "cp.required_ps": 2570,
  "topCombFamilyByArea": "multiplexers",
  "warning_count": 64,
  "cts_tree": "built",
  "antenna_cells": 0,
  "irDropWorstVdd_uv": 227,
  "antenna_found_initial": 2,
  "antenna_left": 0,
  "untimed_endpoints": 544,
  "htreeDepth": 2,
  "worstPathArrival_ps": 2530,
  "worstHoldPathType": "input port to flip-flop",
  "vias": 18998,
  "routed-wl-met3_um": 11000,
  "finalHoldViolations": 0,
  "synth_area_per_cell_um2": 12.8,
  "clkTransAtPathRegs_ps": 60,
  "maxCapViolCount": 0,
  "placed_cell_area_um2": 31000,
  "drt_iter0_markers": 1379,
  "fin_cells": 3560,
  "yosys_area_um2": 26300,
  "numCtsBuffers": 38,
  "setup_violations": 0,
  "fp-utilization": 0.303,
  "rsz0062_at_grt": "yes",
  "synth_warnings": 2,
  "power.static_leakage_nw": 13.0,
  "ys.flop_type": "dlxtp_1",
  "dp_cells": 3459,
  "wl_um": 95200,
  "holdWs_ps": 1050,
  "die.size.y_um": 298,
  "grt_max_degree": 210,
  "place_ws_ps": -905,
  "clkPwrFrac": 0.417,
  "fin_ws_ps": 32.2,
  "async_reset_ff_frac": 0,
  "aoi_share": 0.112,
  "power.internal_mw": 6.04,
  "relSlewSlack": 0.401,
  "highest_layer": "met5",
  "p_sw_frac": 0.265,
  "ys_sh_mux": 0.154,
  "hold_depth": 1,
  "vias_per_cell": 5.34,
  "wl_per_cell_um": 26.7,
  "setup_tns_ps": 0,
  "synth_area_um2": 26300,
  "dr_wl_met2_um": 42500,
  "design_area_um2": 32600,
  "power_mw": 8.21,
  "grt_pass1_wl_um": 137000,
  "xor_share": 0.000950,
  "io_pins": 72,
  "tightest_slew_ps": 899,
  "edf_count": 288,
  "ys_cells": 2051,
  "cp_max_fo": 10,
  "fa_ha_area_frac": 0,
  "post-route-util": 0.375,
  "hpwl_um": 66500,
  "synthSimpleGateAreaFrac": 0.0676,
  "fillCellCount": 8097,
  "wl_met1_um": 38600,
  "outcome": "completed",
  "die_area_um2": 89000,
  "synth_cells": 2051,
  "grt_use_total": 0.222,
  "std_cell_rows": 108,
  "place.gp.congestion": 1.01,
  "portBuffers": 70,
  "cellPowerDensity_nw_per_um2": 252,
  "layout-drive-gt1-share": 0.323,
  "cts_hold_buffers": 0,
  "drc": 0,
  "postCtsSetupRepairBufs": 0,
  "coreArea_um2": 86900,
  "synth.distinct_cells": 80,
  "end_kind": "flip-flop",
  "critPathKind": "input port to flip-flop",
  "syn2layout_area_growth_pct": 23.8
}
-- synth_stat cells (13+ instances only) --
library cell	count	area (um^2)
dlxtp_1	545	8180
mux2_2	316	3560
edfxtp_1	288	8650
nor2_1	65	244
clkbuf_1	63	236
a22oi_1	60	450
and3_1	54	338
buf_2	53	265
nand2_1	53	199
mux2i_1	47	470
a32oi_1	43	377
a21oi_1	40	200
nand3_1	35	175
a22o_1	28	245
nand4_1	25	156
a31oi_1	22	138
nor3_1	22	110
o22a_1	22	193
a2111oi_0	19	166
o21ai_0	18	90.1
o2bb2ai_1	15	131
a221oi_1	14	123
buf_4	13	97.6
inv_1	13	48.8
-- final timing paths --
check,startpoint,endpoint,slack [ps]
max,address[1],data_out[14],30
min,data_in[5],key_storage[7][5],1050
-- layer usage --
layer | up-vias | GRT usage
met3 | 182 | 0.0930
met4 | 4 | 0.0546
met2 | 964 | 0.332
li1 | 8474 | -
met5 | - | 0
met1 | 9374 | 0.306
-- repair_timing --
| item | in CTS | in global routing |
|---|---|---|
| hold endpoints to repair | 0 | 0 |
| pin swaps | 0 | 2 |
| cloned | 0 | 0 |
| resized | 49 | 31 |
| endpoints found under the setup margin | 57 | 26 |
-- logic make-up after synthesis --
group / Yosys count
xor gates and xnor gates: 2
other: 1
and+or+nand+nor: 328
buffers and inverters: 147
DFF: 288
latches: 545
AOI/OAI and AO/OA: 375
muxes: 365
-- cells in the final DEF, fill, tap and decap left out, types with 14 or more instances in the layout --
master           instances
a221oi_1                14
a31oi_1                 22
nor3_1                  22
nand4_1                 25
a22oi_1                 60
o2bb2ai_1               15
mux2_2                 315
buf_12                  46
o21ai_0                 16
clkdlybuf4s50_1         33
a21oi_1                 39
and3_1                  52
clkbuf_16               45
nand2_1                 50
buf_4                  263
a32oi_1                 43
edfxtp_1               288
a22o_1                  28
dlxtp_1                545
o22a_1                  22
nor2_1                  49
mux2i_1                 47
inv_1                   44
dlygate4sd2_1           23
nand3_1                 35
-- flip-flops by register name, indices dropped and copies added, names as in the netlist --
signal and flops:
iteration_key 544, key_storage 256, data_out 32, j 1
-- final cells by class --
| cell class | instances | area (um^2) | share of cell area |
|---|---|---|---|
| multi-input combinational | 1071 | 9150 | 0.281 |
| tap | 1155 | 1450 | 0.0443 |
| sequential | 833 | 16800 | 0.516 |
| clock inverter | 52 | 344 | 0.0106 |
| inverter | 13 | 48.8 | 0.00150 |
| timing repair buffer | 386 | 3650 | 0.112 |
| clock buffer | 50 | 1140 | 0.0351 |
-- worst max-delay path, stage by stage --
cell and delay (ps):
buf_4 190, buf_4 180, nor2b_2 170, buf_4 170, a22oi_1 200, o32ai_1 110
nor4_1 430, a21oi_1 170
-- power by group through the flow --
stage                 logic (mW)  clock network (mW)  registers (mW)
after CTS                   1.24                3.48            3.52
after global routing        1.33                3.60            3.55
final                       1.26                3.43            3.52
No activity file was given, so power comes from the tool's default toggle rates.
