**./design.v**
```verilog
module clk_div(
    input in_sys_clk,
    output out_clock_ena
);
reg [1:0] cnt;
reg ce;
    initial begin
      cnt <= 1'b0;
      ce  <= 1'b0;
    end
    always @(posedge in_sys_clk) begin
      if(cnt == 1) begin
          ce <= 1'b1;
          cnt <= 0;
      end  else begin
          ce <= 1'b0;
	  cnt <= cnt + 1'b1;
      end
    end
    assign out_clock_ena = ce;
endmodule
`timescale 1 ns/ 1ps;
module mcp3201_driver(
    input sys_clk,
    input clock_ena,
    input spi_in,
    output spi_chip_select,
    output spi_clk,
    output [11:0] odata,
    output reg out_data_valid
);
    reg [32:0] sr;
    reg [11:0] sr_data_in;
    reg [11:0] data;
    reg [32:0] sr_chip_select;
    reg spi_clk_tmp;
    reg spi_ncs;
    reg spi_clk_dff;
    reg spi_ncs_dff;
    wire data_valid;
    wire odata_valid;
    initial begin
      sr_chip_select <= 33'b111_0000_0000_0000_0000_0000_0000_0000_00;
      sr             <= 33'b000_0101_0101_0101_0101_0101_0101_0101_01;
    end
    always @(posedge sys_clk) begin
      if(clock_ena) begin
        sr <= {sr[31:0], sr[32]};
      end
        spi_clk_tmp <= sr[32];
    end
    always @(posedge sys_clk) begin
      if(clock_ena) begin
        sr_chip_select <= {sr_chip_select[31:0], sr_chip_select[32]};
      end
        spi_ncs <= sr_chip_select[32];
    end
	always @(posedge sys_clk) begin
    	  spi_clk_dff <= spi_clk;
      if((spi_clk == 1'b1) && (spi_clk_dff == 1'b0)) begin
        out_data_valid <= 1'b1;
      end else begin
        out_data_valid <= 1'b0;
      end
	end
	always @(posedge sys_clk) begin
     if(data_valid) begin
        sr_data_in <= {sr_data_in[10:0], spi_in};
     end
    	 end
	assign data_valid = ((spi_clk == 1'b1) && (spi_clk_dff == 1'b0)) ?  1'b1 : 1'b0;
	always @(posedge sys_clk) begin
		spi_ncs_dff <= spi_ncs;
	end
  	assign odata_valid = ((spi_ncs == 1'b1) && (spi_ncs_dff == 1'b0)) ?  1'b1 : 1'b0;
	always @(posedge sys_clk) begin
	  if(odata_valid) begin
		  data <= sr_data_in;
	 end
	end
	assign odata = data;
        assign spi_chip_select = spi_ncs;
        assign spi_clk         = spi_clk_tmp;
endmodule
module top_mcp3201(
    input in_sys_clk,  
    input in_sys_data,
    output out_sys_clk,
    output out_sys_ncs
);
    wire ce;
    wire adc_data_valid;
    wire [11:0] adc_data;
    clk_div inst_clk_div(
        .in_sys_clk(in_sys_clk),
        .out_clock_ena(ce)  
    );
    mcp3201_driver inst_mcp3201_driver(
        .sys_clk(in_sys_clk),
        .clock_ena(ce),
        .spi_chip_select(out_sys_ncs),
        .spi_in(in_sys_data),
        .spi_clk(out_sys_clk),
        .odata(adc_data),
        .out_data_valid(adc_data_valid)
    );
endmodule
```
**./run.sh**
```bash
#!/bin/bash
# OpenROAD 26Q1-2900-gdf79404cd8, Yosys 0.63+post, stock flow scripts
make -C /OpenROAD-flow-scripts/flow DESIGN_CONFIG=/design/flow/config.mk WORK_HOME=/design/flow/orfs finish
```
**./config.mk**
```make
export PLATFORM = sky130hd
export DESIGN_NAME = top_mcp3201
export DESIGN_NICKNAME = top_mcp3201
export VERILOG_FILES = /design/flow/design.v
export SDC_FILE = /design/flow/constraint.sdc
export NUM_CORES = 4
export LEC_CHECK = 1
export CORE_UTILIZATION = 30
```
**./constraint.sdc**
```tcl
current_design top_mcp3201

set clk_period 4.3
set clk_io_pct 0.2

create_clock -name clk0 -period $clk_period [get_ports {in_sys_clk}]

set non_clock_inputs [all_inputs -no_clocks]
set_input_delay [expr $clk_period * $clk_io_pct] -clock clk0 $non_clock_inputs
set_output_delay [expr $clk_period * $clk_io_pct] -clock clk0 [all_outputs]
```
==> results.txt <==
Synthesis and place-and-route results.

- Synthesis inferred 71 register bits.
- The total track usage is 6.95%.
- The worst setup slack after layout is 2.35 ns.
- The synthesis-to-layout area growth is 14.9%.
- The highest ir drop seen on vdd is 0.241 mV.
- The routed via count is 714.
- The clock latency on the worst-skew pair is 0.33 ns.
- The first routing iteration left 49 violations.
- The power density over the cells is 484 nW/µm².
- The cell with the largest stage delay on the worst path is clkdlybuf4s50_1.
- The script extracted a total leakage power of 0.929 nW.
- The number of buffers added by the clock tree synthesis step is 9.
- TritonCTS built the clock tree.
- The report lists the number of standard-cell rows as 30.
- The number of placed instances, taps included, is 175.
- Looking at the power breakdown, combinational cells take 0% of the total.
- The minimum period implied by the final worst setup slack is 1.95 ns.
- After layout, the worst path uses 45.4% of the clock period.
- According to the timing report, the data required time at the worst endpoint equals 3.44 ns.
- In this design, the stage delay of the slowest critical-path cell is 0.45 ns.
- For the worst setup path, the data arrival time is 1.09 ns.
- The routed length per instance is 11.1 µm.
- Pins over their slew limit in the final report were tallied at 0.
- Broken down by cell family, the worst path's largest delay share belongs to buffers and inverters.
- The area of the core is 6790 µm².
- In this run, post-CTS repair resized a total of 0 instances.
- The synthesized netlist occupies a cell area of 2120 µm².
- The first global-routing pass estimated 3600 µm of wire.
- The sequential fraction of design power is 63.0%.
- The via count of the first global-routing pass came to 787.
- After detailed routing, the number of vias per cell comes to 3.74.
- The total number of clock tree sinks is 71.
- The last timing report of the flow puts the setup violation total at 0.
- The setup TNS is 0 ns.
- After its last routability iteration, the placer logged a weighted congestion of 0.738.
- The number of max-cap violations is 0.
- Global routing finished with a remaining overflow of 0.
- Along the worst path, the maximum fanout reaches 1.
- The kind of start point of the critical path is a flip-flop.
- The die covers 7400 µm².
- The post-route DRC violation count is 0.
- In the log, the iteration count for the first detailed-route pass is 4.
- The die outline height is 86.0 µm.
- The HPWL after detailed placement is 826 µm.
- The type of the worst setup path is flip-flop to primary output.
- The reported net switching power is 214 µW.
- The total wirelength of the detailed-routed design is 2110 µm.
- The post-synthesis average cell area is 27.9 µm².
- The kind of end point of the critical path is a primary output.
- Per the detail_route report, inserted antenna diodes total 0.
- The synthesized netlist has a Yosys-reported chip area of 2120 µm².
- Synthesis instantiated 5 different standard cells from the library.
- The number of port buffers is 2.
- The number of warnings in the stage logs is 27.
- The final hold violation count recorded for this run is 0.
- The fraction of layout cells with a size suffix above 1 is 15.8%.
- In this run the critical path is formed by clkdlybuf4s50_1.
- The number of hold-repair buffers added at the cts stage is 0.
- The initial utilization of the core area, before any placement, comes to 31.2%.
- In this run the deepest clock path goes through 2 buffers.
- During synthesis, Yosys emitted a total of 2 warnings.
- The actual slew at the worst max-slew pin is 0.777 ns.
- The pre-CTS setup check shows a worst slack of 2.70 ns.
- Setup repair after global routing left no endpoint under its margin.
- The timing report notes that buffer and inverter cells on the critical path total 1.
- The clock skew after layout is 0.00726 ns.
- The power report lists cell-internal power as 964 µW.
- The switching portion of total power is 18.2%.
- The clock network accounts for 37.0% of the total power.
- Counting every instance in the synthesized netlist gives 76.
- Per the timing report, the achievable frequency comes out to 512 MHz.
- The number of buffers inserted by post-CTS setup repair is 0.
- Checking hold timing, the worst path is listed with class flip-flop to flip-flop.
- The die width is 86.0 µm.
- The number of antenna violations at the first check in global routing is 0.
- The detail route stage leaves a number of antenna-violating nets equal to 0.
- The sequential element share of the synthesized area is 98.3%.
- The final-layout worst hold slack is 0.383 ns.
- The flow ran to the end, and the final reports show no timing, DRC or antenna violations.
- The post-CTS clock slew at the launch and capture registers of the worst setup and hold paths is 0.07 ns.
- The maximum number of pins on one net before global-route repair is 67.
- The number of non-filler instances in the completed layout is 191.
- Looking at the clock tree report, the root buffer type is clkbuf_8.
- The total I/O pin count is 4.
- The H-tree generated during clock tree synthesis spans 3 levels.
- The number of cells in the yosys synthesis report is 76.
- In this run the tightest slew margin relative to its limit is 48.2%.
-- final cells by class --
type,count,area (µm²)
sequential,71,2080
fill,606,4360
inverter,1,3.75
clock buffer,12,145
multi-input combinational,4,32.5
timing repair buffer,3,27.5
tap,96,120
clock inverter,4,21.3
-- layout by cell type, fill, tap and decap left out --
| cell | n |
|---|---|
| buf_4 | 1 |
| clkbuf_1 | 2 |
| clkbuf_8 | 10 |
| clkdlybuf4s50_1 | 2 |
| clkinv_1 | 1 |
| clkinv_2 | 2 |
| clkinvlp_4 | 1 |
| dfxtp_1 | 4 |
| dfxtp_2 | 1 |
| edfxtp_1 | 66 |
| ha_1 | 2 |
| inv_1 | 1 |
| nor2_1 | 2 |
-- power by group through the flow --
stage / clock [mW] / sequential [mW] / combinational (mW)
final: 0.436 / 0.743 / 0.0000000367
after global routing: 0.481 / 0.742 / 0.0000000367
after CTS: 0.454 / 0.742 / 0.0000000367
-- final timing paths --
kind | slack [ns] | end | startpoint | cells after the start
max | 2.35 | out_sys_clk | inst_mcp3201_driver.spi_clk_tmp$_DFF_P_ | 1
min | 0.38 | inst_mcp3201_driver.spi_clk_tmp$_DFF_P_ | inst_mcp3201_driver.sr[32]$_DFFE_PP_ | 0
max reg2reg | 2.98 | inst_mcp3201_driver.sr_chip_select[13]$_DFFE_PP_ | inst_clk_div.ce$_DFF_P_ | 1
min reg2reg | 0.38 | inst_mcp3201_driver.spi_clk_tmp$_DFF_P_ | inst_mcp3201_driver.sr[32]$_DFFE_PP_ | 0
-- per-stage QoR --
step           cell area, µm²  utilization (%)  total power, mW
3_3_place_gp             2270             33.4            0.758
2_1_floorplan            2120                -            0.758
3_5_place_dp             2270             33.4            0.758
5_1_grt                  2430             35.8             1.22
4_1_cts                  2430             35.8             1.20
6_report                 2430             35.8             1.18
-- Yosys cell counts, drive strengths merged --
cell type | n | area share [%]
inv | 1 | 0.18
edfxtp | 66 | 94
nor2 | 2 | 0.35
dfxtp | 5 | 4.7
ha | 2 | 1.2
-- kinds of logic (layout without fill, tap and decap cells) --
kind of cell	after synthesis	in the layout	synth area share, %
buffers and inverters	1	20	0.177
adder cells (fa/ha/maj)	2	2	1.18
flip-flops	71	71	98.3
AND/OR/NAND/NOR	2	2	0.355
-- per-layer routing --
metal | GRT usage, % | up-vias | share of wire (%)
met3 | 6.45 | 6 | 11
li1 | - | 327 | -
met5 | 0 | - | 0
met4 | 1.67 | 0 | 1.7
met1 | 11.4 | 354 | 51
met2 | 6.93 | 27 | 36
-- state kept, by name (all words and copies together), names as in the netlist --
name,flops
inst_mcp3201_driver.spi_ncs,1
inst_mcp3201_driver.sr_chip_select,33
inst_clk_div.cnt,2
inst_mcp3201_driver.sr,33
inst_mcp3201_driver.spi_clk_tmp,1
inst_clk_div.ce,1
Power figures rest on the tool's default switching activity, not on a simulated workload.
